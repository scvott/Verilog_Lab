===== ./run.sh =====
#!/bin/bash
# OpenROAD 26Q1-2900-gdf79404cd8, Yosys 0.63+post, stock flow scripts
make -C /OpenROAD-flow-scripts/flow DESIGN_CONFIG=/design/flow/config.mk WORK_HOME=/design/flow/orfs finish

===== ./config.mk =====
export PLATFORM = sky130hd
export DESIGN_NAME = traffic_light
export DESIGN_NICKNAME = traffic_light
export VERILOG_FILES = /design/flow/design.v
export SDC_FILE = /design/flow/constraint.sdc
export NUM_CORES = 4
export LEC_CHECK = 1
export CORE_AREA = 10 10 70 70
export DIE_AREA = 0 0 80 80

===== ./constraint.sdc =====
current_design traffic_light

set clk_period 1.7
set clk_io_pct 0.2

create_clock -name clk0 -period $clk_period [get_ports {clk}]

set non_clock_inputs [all_inputs -no_clocks]
set_input_delay [expr $clk_period * $clk_io_pct] -clock clk0 $non_clock_inputs
set_output_delay [expr $clk_period * $clk_io_pct] -clock clk0 [all_outputs]

===== ./design.v =====
module traffic_light( clk, rst_n, g1, y1, r1, g2, y2, r2) ;
input clk, rst_n;
output g1, y1, r1, g2, y2, r2;
reg [3:0] state, nextstate;
reg g1, y1, r1, g2, y2, r2;
always @(posedge clk or negedge rst_n)
	begin
		if (!rst_n) state <= 0;
		else state <= nextstate;
	end
always@(*)begin
		g1 = 0;
		y1 = 0;
		r1 = 0;
		g2 = 0;
		y2 = 0;
		r2 = 0;
		case(state)
		0,1,2:
			begin
			g1 = 1;
			r2 = 1;
			nextstate = state + 1;
			end
		3:
		begin
			y1 = 1;
			r2 = 1;
			nextstate = state + 1;
		end
		4,5,6:
		begin
			r1 = 1;
			g2 = 1;
			nextstate = state + 1;
		end
		7:
		begin
			r1 = 1;
			y2 = 1;
			nextstate = 0;
		end
		default:
				begin
					g1 = 0; 
					y1 = 0; 
					r1 = 0; 
					g2 = 0; 
					y2 = 0; 
					r2 = 0; 
				end 
		endcase
	end
endmodule

==> run_results.csv <==
group,metric,value,unit
run_status,outcome,"finished, final reports clean",
sta,rsz0062_at_grt,"yes",
logic_synthesis,ys_cells,28,
detailed_routing,num_antenna_cells,0,
logic_synthesis,logic_family,"simple AND/OR/NAND/NOR gates",
sta,finalCritPeriodShare,99.76,%
sta,finalMaxSlewViolations,0,
clocking,path_clk_slew,40,ps
pwr,ir_drop,0.00009274,V
floorplanning,die_w,80,um
worst_setup_path,max_stage_delay,390,ps
sta,relSlewSlack,87.47,%
clocking,ctsHoldBuffers,0,
floorplanning,fp-row-count,21,
sta,hold_ws,314.4,ps
worst_setup_path,crit_chain,"buf_6, inv_6, ha_4, nor3_2, buf_4, nor2b_1, buf_2",
grt,gr-usage-all-layers,2.601,%
logic_synthesis,ys_sh_mux,4.819,%
logic_synthesis,yosysWarnings,1,
floorplanning,die.size.y,80,um
worst_setup_path,endpoint_kind,"output port",
logic_synthesis,synth-xor-area-share,2.811,%
sta,min_period,1696,ps
floorplanning,chipArea,6400,sq um
worst_setup_path,arrival,1360,ps
logic_synthesis,ys_area,311.5,sq um
place,finalWeightedCongestion,0.6873,
worst_setup_path,critPathLaunchType,"register",
cells_and_area,area_delta_synth_final,108.0,%
flow_run,maxCapViolCount,0,
logic_synthesis,numSynthFlops,8,
cells_and_area,layout-drive-gt1-share,65.45,%
logic_synthesis,ys_sh_simple,18.47,%
grt,grt_pass1_vias,303,
worst_setup_path,crit_fanout,3,
floorplanning,core_util_floorplan,9.121,%
sta,layout_setup_ws,4.158,ps
floorplanning,io_pins,8,
cells_and_area,comb_area,198.9,sq um
sta,untimed_endpoints,8,
grt,antenna_found_initial,0,
logic_synthesis,synth.avg_cell_area,11.13,sq um
grt,grt_max_degree,7,
clocking,h-tree-depth,1,
worst_setup_path,crit_slowest_cell,"dfrtp_1",
floorplanning,coreArea,3416,sq um
detailed_routing,drc,0,
sta,worst_pin_slew,187.3,ps
worst_setup_path,critical_path_class,"reg -> out",
detailed_routing,initialDrtViolationCount,6,
flow_run,tool_warnings,30,
clocking,cts_buffers,3,
grt,grt_overflow,0,
clocking,clockBufferDepth,2,
logic_synthesis,syn_area,311.5,sq um
place,place_hpwl,505,um
sta,fmax,589.7,MHz
clocking,root_buffer,"clkbuf_4",
sta,setup_viol,0,
detailed_routing,dr_total_vias,283,
logic_synthesis,synthCells,28,
grt,grt_pass1_wl,1359,um
pwr,p_total,212.4,uW
pwr,p_leak,0.3149,nW
pwr,p_per_area,327.7,nW/um^2
detailed_routing,dr.pass1.iters,3,
place,dp_slack,-77.96,ps
detailed_routing,route.detailed.wl_per_inst,8.010,um
sta,fin_tns_setup,0,ps
detailed_routing,vias_per_cell,2.802,
sta,hold_viol_final,0,
place,io_buffers,7,
logic_synthesis,ys_sh_adder,16.06,%
min_path,min_path_type,"in -> async",
cells_and_area,lay_top_count,"buf_4",
sta,unclocked_pins,4,
cells_and_area,flop_area,163.9,sq um
detailed_routing,ant_nets,0,
cells_and_area,most-common-layout-cells,"14 x buf_4, 4 x dlxtn_1",
cells_and_area,fill_cells,375,
logic_synthesis,ys_types,14,
worst_setup_path,required,1360,ps
detailed_routing,wl,809,um
logic_synthesis,compound_area_share,4.016,%
clocking,cts_tree,"built",
[metrics by stage]
step / instance area, sq um / utilization [%] / cells
after floorplan: 311.5 / - / 28
after global placement: 469.2 / 13.74 / 85
after detailed placement: 469.2 / 13.74 / 85
after CTS: 614.3 / 17.99 / 97
after global routing: 648.1 / 18.97 / 101
final: 648.1 / 18.97 / 101
[final cells by class]
cell class,count,area share (%)
Multi-Input combinational cell,18,30.69
Sequential cell,8,25.29
Clock buffer,3,3.475
Tap cell,46,8.880
Timing Repair Buffer,24,29.73
Inverter,2,1.931
[cell usage after synthesis, drive strengths merged]
master | n | area share [%]
dlxtn | 4 | 19
xor2 | 1 | 2.8
nor3 | 2 | 3.2
nor2 | 3 | 3.6
a21o | 1 | 2.4
ha | 4 | 16
a21oi | 1 | 1.6
nor2b | 1 | 2.0
mux2 | 1 | 4.8
inv | 2 | 2.4
and2 | 2 | 4.0
nand3 | 1 | 3.2
and2b | 1 | 2.4
dfrtp | 4 | 32
[where the power goes]
part           internal, mW  switching [mW]
clock network        0.0786          0.0342
logic               0.00204         0.00175
registers            0.0958               0
total                 0.176          0.0359
[logic make-up (layout without fill, tap and decap cells)]
group,count (synthesis),in the layout
simple gates,10,10
latches,4,4
fa+ha+maj,4,4
mux,1,1
compound gates,2,2
xor+xnor,1,1
flops,4,4
buf+inv,2,29
[flip-flops by register name (all words and copies together) (netlist names)]
register   cells
nextstate      4
state          4
[critical path: cells and delay by family (launching register included)]
kind,cells,cell delay (ps)
DFF,1,390
buffers and inverters,4,400
and+or+nand+nor,2,180
adders and majority gates,1,140
[repair_timing]
| item | CTS | global route |
|---|---|---|
| resized | 28 | 4 |
| pin swaps | 2 | 0 |
| endpoints found under the setup margin | 5 | 5 |
| setup buffers | 9 | 4 |
| endpoints found under the hold margin | 0 | 0 |
[path summary, 6_finish.rpt]
kind                           from        to  slack, ps  depth (start not counted)
worst max-delay path       state[0]        g2          4                          7
worst min-delay path          rst_n  state[0]        310                          1
max in group asynchronous     rst_n  state[2]       1200                          1
min in group clk0          state[2]        g1       1250                          3
[per-layer routing]
| layer | vias up | wire length [um] | GRT usage (%) |
|---|---|---|---|
| met3 | 2 | 43 | 1.023 |
| met2 | 5 | 356 | 3.130 |
| met4 | 0 | 19 | 1.232 |
| met5 | - | 0 | 0 |
| li1 | 143 | - | - |
| met1 | 133 | 390 | 3.820 |
Power and IR drop assume default switching activity.
