**/design/flow/run.sh**
```bash
#!/bin/bash
# OpenROAD 26Q1-2900-gdf79404cd8, Yosys 0.63+post, stock flow scripts
make -C /OpenROAD-flow-scripts/flow DESIGN_CONFIG=/design/flow/config.mk WORK_HOME=/design/flow/orfs finish
```
**/design/flow/constraint.sdc**
```tcl
current_design elev_ctrl

set clk_period 3.1
set clk_io_pct 0.2

create_clock -name clk0 -period $clk_period [get_ports {clk}]

set non_clock_inputs [all_inputs -no_clocks]
set_input_delay [expr $clk_period * $clk_io_pct] -clock clk0 $non_clock_inputs
set_output_delay [expr $clk_period * $clk_io_pct] -clock clk0 [all_outputs]
```
**/design/flow/design.v**
```verilog
module elev_ctrl ( clk , rst_n, floor , up , down , target );
input clk, rst_n;
input [3:0] target;
output reg up, down;
output  reg [3:0]floor;
reg [3:0]next_floor;
always @(posedge clk or negedge rst_n)begin
	if (!rst_n) begin 
		floor <= 0;
		up <= 0;
		down <= 0;
	end else begin
		floor<=next_floor;
	end
end
always@(*)begin	
	up = 0;
	down = 0;	
	if (target > floor)begin
		next_floor = floor+1;
		up = 1;
	end else if(target == floor)begin		
		next_floor = floor;
	end else begin	
		next_floor = floor-1;
		down = 1;
	end
end
endmodule
```
**/design/flow/config.mk**
```make
export PLATFORM = sky130hd
export DESIGN_NAME = elev_ctrl
export DESIGN_NICKNAME = elev_ctrl
export VERILOG_FILES = /design/flow/design.v
export SDC_FILE = /design/flow/constraint.sdc
export NUM_CORES = 4
export LEC_CHECK = 1
export CORE_AREA = 10 10 70 70
export DIE_AREA = 0 0 80 80
```
==> reports/results.tsv <==
metric	value	unit
CP arrival	2.64	ns
CTS root buffer	clkbuf_4	
hold crit path type	reg -> reg	
Cell Pwr Density	1090	mW/mm^2
Biggest register	floor	
Post-Synthesis Cells	38	
Max-cap violations	0	
Initial Utilization	0.103	
HPWL after detailed placement	560	um
clock sink count	4	
Largest register FFs	4	
Sw Ratio	0.409	
Register-to-Register Path Depth	10	
RePlAce Congestion	0.766	
r2r startpoint	floor[1]	
GRT Overall Usage	0.0165	
port buffer count	9	
status	completed	
First-pass DRT Iterations	3	
final setup fails	0	
crit path time final	2.49	ns
Final Cell Area	510	um^2
cell taking the most area after synthesis	dfrtp_1	
vias per inst	2.89	
Worst setup SP type	primary input	
Die Span Y	80	um
P&R area growth vs syn	45.2	%
CTS tree	done	
YS chip area	352	um^2
Leak	0.235	nW
Placed Area	488	um^2
skew final	0.00138	ns
drt drc	0	
Registers, synthesis	4	
WHS	0.561	ns
Comb pwr share	0.674	
Num CTS Buffers	3	
Required @ worst endpoint	3.25	ns
RSZ-0062 raised after global routing	false	
hold buffers post-CTS	0	
final wirelength	649	um
Antenna Cells	0	
clock power share	0.113	
Final Cycle Share	0.803	
CTS resizes	0	
antenna viol nets, final	0	
Power Internal	0.330	mW
clock slew at reported path FFs	0.03	ns
core region area	0.00342	mm^2
slowest stage delay, CP	0.40	ns
Worst-Skew Late Latency	0.23	ns
Yosys Warn Count	5	
grt total ovfl	0	
setup slack, reg-to-reg	0.96	ns
FP Rows	21	
OpenROAD warning count	25	
final hold viol count	0	
worst path cell trace	clkdlybuf4s50_1 > ha_1 > nand2_1 > o21ai_2 > nand2_1 > ha_1 > a21oi_1 > nand3_1 > mux2i_1 > xnor2_1	
global-route wire length before repair	869	um
post-CTS setup buffer count	0	
CP Launch Point	target[3]	
largest net degree at the start of global routing	9	
Top cell area share	0.285	
fraction of layout cells with a size suffix above 1	0.122	
# Cells Yosys	38	
Post-Syn Area	352	um^2
Die ar.	0.00640	mm^2
setup TNS	0	ns
Sequential Power Share	0.213	
initial antenna violation count	0	
Post-synth seq share	0.285	
Vias	275	
I/O pin count	12	
Crit Path Max Fanout	3	
Cell area leaders	dfrtp_1 28%, ha_1 21%, nand2_1 6.4%	
sw power	0.229	mW
First DRT Iteration DRCs	7	
FMAX	0.402	GHz
Setup crit end	floor[3]	
Unique masters post-synth	16	
vias in the first global route	226	
# H-tree levels	1	
Final Slew Violations	0	
Crit Reg-Reg Endpoint	floor[3]	
critical path class	in -> reg	
Avg Inst Size Synth	9.25	um^2
Worst Setup End Kind	flip-flop	
maximum vdd ir drop	0.189	mV
slowest stage cell, crit path	clkdlybuf4s50_1	
Routed WL per cell	6.83	um
Top Registers	floor x4	
die x size	80	um
CTS Buffer Depth	2	
worst min-delay path by stage:
stage	slack, ns	startpoint	cells past startpoint	to
final	0.56	floor[3]	2	floor[3]
after CTS	0.57	floor[3]	2	floor[3]
after global routing	0.59	floor[3]	2	floor[3]
metrics by stage:
stage | instances | power [mW] | setup slack (ns) | utilization
finish | 95 | 0.559 | 0.610 | 0.149
global route | 95 | 0.623 | 0.494 | 0.149
CTS | 95 | 0.572 | 0.604 | 0.149
detailed placement | 92 | 0.505 | 0.359 | 0.143
global placement | 92 | 0.495 | 0.378 | 0.143
floorplan | 39 | 0.397 | 0.897 | -
cell type report:
cell class | count | area [um^2]
fillers | 381 | 2910
multi-input cells | 28 | 221
flip-flops and latches | 4 | 100
repair buffers | 9 | 90.1
well taps | 46 | 57.6
clock buffers | 3 | 22.5
inverters | 5 | 18.8
worst max-delay path, delay by kind of cell:
kind / cells / cell delay, ns
xor+xnor: 1 / 0.13
compound gates: 2 / 0.35
buf+inv: 1 / 0.40
simple gates: 3 / 0.30
fa+ha+maj: 2 / 0.68
mux: 1 / 0.16
layout by cell type, fill, tap and decap left out:
master	n
xor2_1	2
mux2i_1	1
dfrtp_1	4
o21ai_2	1
nand3_1	2
xnor2_1	1
clkdlybuf4s50_1	9
clkbuf_4	3
nand2_1	6
ha_1	6
conb_1	2
fa_1	1
a21oi_1	2
inv_1	5
o21ai_0	2
a21oi_2	1
nand4_2	1
cells by family (layout without fill, tap and decap cells):
group,count (synthesis),in the layout,share of synthesized area
flops,4,4,0.285
simple gates,9,9,0.128
mux,1,1,0.0285
compound gates,6,6,0.107
other cells,1,2,0.0107
xor+xnor,3,3,0.0747
buf+inv,7,17,0.0961
fa+ha+maj,7,7,0.270
per-layer routing:
| layer | wire length [um] | up-vias | GRT usage |
|---|---|---|---|
| met5 | 0 | - | 0 |
| met4 | 24 | 0 | 0.0106 |
| met3 | 59 | 4 | 0.00568 |
| met2 | 297 | 9 | 0.0249 |
| met1 | 268 | 116 | 0.0194 |
| li1 | - | 146 | - |
synthesized netlist by cell type:
library cell,count
nand3_1,2
buf_4,2
conb_1,1
ha_1,6
nand2_1,6
a21oi_1,2
o21ai_0,2
dfrtp_1,4
xor2_1,2
a21oi_2,1
mux2i_1,1
inv_1,5
xnor2_1,1
fa_1,1
nand4_2,1
o21ai_2,1
power by group through the flow:
stage	clock (mW)	sequential, mW	combinational (mW)
CTS	0.0671	0.120	0.384
global route	0.0683	0.123	0.431
finish	0.0630	0.119	0.377
No activity file was given, so power comes from the tool's default toggle rates.
