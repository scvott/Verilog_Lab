==> flow/design.v <==
module add_sub ( add, a, b, cin, sum, cout, overflow); 
	input add; 
	input [3:0] a,b; 
	input cin; 
	output [3:0] sum; 
	output cout, overflow; 
	wire [3:0]f;
	assign f = (add)?b:(~b+1);
	assign {cout,sum} = a+f+cin;
	assign overflow = (a[3])?(f[3]?(sum[3]? 0:1):0):(f[3]? 0:(sum[3]? 1:0));
endmodule 
==> flow/run.sh <==
#!/bin/bash
# OpenROAD 26Q1-2900-gdf79404cd8, Yosys 0.63+post, stock flow scripts
make -C /OpenROAD-flow-scripts/flow DESIGN_CONFIG=/design/flow/config.mk WORK_HOME=/design/flow/orfs finish
==> flow/config.mk <==
export PLATFORM = sky130hd
export DESIGN_NAME = add_sub
export DESIGN_NICKNAME = add_sub
export VERILOG_FILES = /design/flow/design.v
export SDC_FILE = /design/flow/constraint.sdc
export NUM_CORES = 4
export LEC_CHECK = 1
export CORE_AREA = 10 10 70 70
export DIE_AREA = 0 0 80 80
==> flow/constraint.sdc <==
current_design add_sub

set clk_period 3.7
set clk_io_pct 0.2

create_clock -name clk0 -period $clk_period

set non_clock_inputs [all_inputs -no_clocks]
set_input_delay [expr $clk_period * $clk_io_pct] -clock clk0 $non_clock_inputs
set_output_delay [expr $clk_period * $clk_io_pct] -clock clk0 [all_outputs]
==> impl_metrics.py <==
# Generated from Yosys and OpenROAD reports
metrics = {
    "synthesis": {
        "ys_seq_share_pct": 0,
        "syn_avg_cell_area_um2": 8.25,
        "top_cell_area_share_pct": 19.0,
        "top_cells_by_count": "8 x inv_1, 4 x ha_1, 2 x fa_1, 2 x nor2b_1, 2 x xnor2_1",
        "ys_top_cells_by_area": "ha_1 19%, fa_1 15%, inv_1 11%",
        "yosysUniqueCellTypes": 19,
        "synth_cells": 32,
        "synthesis.area_um2": 264,
        "ys_chip_area_um2": 264,
        "yosys_cells": 32,
        "ys_warn_count": 0,
        "top_cell": "inv_1",
        "top_area_cell": "ha_1",
    },
    "setup_path": {
        "crit_path_max_fanout": 3,
        "cp.arrival_ns": 2.83,
        "end_kind": "output pin",
        "worstSetupPathType": "in -> out",
        "cp_data_required_time_ns": 2.96,
        "critPathLaunchType": "input port",
        "critPathLaunch": "b[2]",
    },
    "sta": {
        "finalHoldViolCount": 0,
        "finalCritPeriodShare_pct": 96.5,
        "timing.fmax_mhz": 280,
        "worst_pin_slew_ns": 0.213,
        "slew_violations": 0,
        "setup_viol": 0,
        "period_minus_slack_ns": 3.57,
        "rsz0062_at_grt": "yes",
        "slew_headroom_pct": 85.7,
    },
    "route": {
        "first_pass_iters": 2,
        "drtIter0Drc": 1,
        "wire_per_inst_um": 7.94,
        "route.detailed.drc": 0,
        "antenna-diode-count": 0,
        "ant_nets": 0,
        "wl_um": 802,
        "viasPerCell": 2.80,
        "via_count": 283,
    },
    "power_and_ir_drop": {
        "internal_power_w": 0.0000652,
        "seqPwrFrac_pct": 0,
        "comb_power_share_pct": 100.0,
        "clkPwrFrac_pct": 0,
        "ir_drop_mv": 0.0230,
        "leakage_nw": 0.244,
        "power_density_nw_per_um2": 178,
        "switchingPower_w": 0.0000309,
        "total_power_w": 0.0000961,
        "p_sw_share_pct": 32.2,
    },
    "placed_design": {
        "dp_hpwl_um": 770,
        "io_buffers": 16,
        "place.gp.congestion": 0.729,
        "placed_area_um2": 527,
    },
    "floorplan": {
        "die_y_um": 80,
        "pin_count": 16,
        "die_area_um2": 6400,
        "core_area_um2": 3420,
        "fp_util_pct": 7.73,
        "fp-row-count": 21,
        "die_w_um": 80,
    },
    "clock_network": {
        "ctsHoldBuffers": 0,
    },
    "global_routing": {
        "globalRouteOverflowTotal": 0,
        "antenna_found_initial": 0,
        "grtUsageTotal_pct": 2.66,
        "grt_max_degree": 5,
        "grt_pass1_vias": 307,
        "grt_pass1_wl_um": 1390,
    },
    "finish": {
        "final_core_util_pct": 15.8,
        "seq_area_um2": 0,
        "area_growth_syn_to_layout_pct": 104,
        "finalInstanceArea_um2": 539,
        "clkbuf_count": 0,
        "layout-drive-gt1-share_pct": 38.2,
        "seq_cells": 0,
    },
    "outcome": {
        "outcome": "finished, final reports clean",
    },
    "flow_run": {
        "maxCapViolations": 0,
        "warnings": 33,
    },
    "min_path": {
        "hold_start": "a[3]",
        "min_path_type": "in -> out",
    },
}
-- worst max-delay path, stage by stage --
cell and delay [ns]:
clkdlybuf4s50_1 0.46, or4b_4 0.53, o211ai_2 0.10, ha_1 0.28, xnor2_1 0.20, buf_4 0.14
mux2i_1 0.16, dlygate4sd2_1 0.22
-- final timing paths --
check | cells after the start | end
worst max-delay path | 8 | overflow
worst min-delay path | 4 | overflow
-- cell families (layout without fill, tap and decap cells) --
logic type	after synthesis	count (layout)	synth area share [%]
buffers and inverters	8	31	11.4
multiplexers	2	2	8.06
AND/OR/NAND/NOR	10	10	24.2
XOR/XNOR	3	3	9.95
AND-OR/OR-AND	3	3	12.3
adder cells (fa/ha/maj)	6	6	34.1
-- metal layers --
layer | share of wire [%] | wire, um | vias to the layer above | GRT usage [%]
li1 | - | - | 149 | -
met1 | 41 | 326 | 126 | 2.92
met2 | 52 | 421 | 8 | 5.38
met3 | 6.9 | 55 | 0 | 0.455
met4 | 0 | 0 | 0 | 0
met5 | 0 | 0 | - | 0
-- placed cells by master, fill, tap and decap left out, drive strengths merged --
cell type and count:
nand2 2, inv 8, a221oi 1, o211ai 1
nor2 1, fa 2, xor2 1, nand2b 1
clkdlybuf4s50 12, nor2b 2, xnor2 2, clkbuf 2
dlygate4sd2 2, o21ai 1, mux2i 1, ha 4
or4b 1, or2 2, mux2 1, nor3 1
buf 7
-- metrics by stage --
stage	hold slack [ns]	setup slack [ns]	cells	TNS, ns
floorplan	1.54	0.765	32	0
global placement	2.47	-0.385	100	-0.746
detailed placement	2.48	-0.406	100	-0.796
CTS	2.31	0.0283	101	0
global route	2.36	-0.0136	101	-0.0136
finish	2.29	0.129	101	0
-- power by group through the flow --
stage,sequential (W),clock [W],combinational [W]
5_1_grt,0,0,0.000109
4_1_cts,0,0,0.0000967
6_report,0,0,0.0000961
-- area by class of cell --
type | instances | area [um^2]
repair buffers | 23 | 200
multi-input cells | 24 | 251
fillers | 384 | 2880
inverters | 8 | 30.0
well taps | 46 | 57.6
-- repair_timing --
action | 4_1_cts | 5_1_grt
endpoints found under the setup margin | 3 | 3
setup buffers | 2 | 0
pin swaps | 5 | 4
gates resized | 5 | 10
Power figures rest on the tool's default switching activity, not on a simulated workload.
